## flow/design.v

```verilog
module adder (
    input [7:0] A,
    input [7:0] B,
    output [7:0] Sum
);
    assign Sum = A + B;
endmodule
```

## flow/run.sh

```bash
#!/bin/bash
# OpenROAD 26Q1-2900-gdf79404cd8, Yosys 0.63+post, stock flow scripts
make -C /OpenROAD-flow-scripts/flow DESIGN_CONFIG=/design/flow/config.mk WORK_HOME=/design/flow/orfs finish
```

## flow/config.mk

```make
export PLATFORM = sky130hd
export DESIGN_NAME = adder
export DESIGN_NICKNAME = adder
export VERILOG_FILES = /design/flow/design.v
export SDC_FILE = /design/flow/constraint.sdc
export NUM_CORES = 4
export LEC_CHECK = 1
export CORE_AREA = 10 10 70 70
export DIE_AREA = 0 0 80 80
```

## flow/constraint.sdc

```tcl
current_design adder

set clk_period 5.8
set clk_io_pct 0.2

create_clock -name clk0 -period $clk_period

set non_clock_inputs [all_inputs -no_clocks]
set_input_delay [expr $clk_period * $clk_io_pct] -clock clk0 $non_clock_inputs
set_output_delay [expr $clk_period * $clk_io_pct] -clock clk0 [all_outputs]
```

==> impl_metrics.ini <==
; yosys + openroad results
[floorplan]
die_x_um = 80
coreArea_sq_um = 3416
ios = 24
initCoreUtil_pct = 9.707
die_y_um = 80
rows = 21
die_area_sq_um = 6400

[timing]
hold_violations = 0
period_needed_ns = 4.382
slew_viol_final = 0
finalCritPeriodShare_pct = 75.55
setup_violations = 0
max_freq_mhz = 228.2
fin_ws_ns = 1.418
tightest_slew_ns = 0.3937
rsz0062_at_grt = no
fin_tns_setup_ns = 0
slew_headroom_pct = 73.60
timing.hold.ws_ns = 3.346

[routing]
first_pass_iters = 4
route.vias.total = 407
wirelength_um = 1133
ant_nets = 0
drc_errors = 0
wl_per_cell_um = 10.12
diodes = 0
viasPerCell = 3.634
drt_iter0_markers = 8

[global_route]
grt_pass1_vias = 430
grt_antenna_before_repair = 0
grt_pass1_wl_um = 1925
grtUsageMet2_pct = 5.297
grt_start_max_net_pins = 7
grtUsageMet1_pct = 4.822
top_usage_layer = met2
grt.met3_usage_pct = 1.705
overflow = 0
grt_usage_pct = 3.558

[synthesis]
ys_types = 23
ys_seq_share_pct = 0
ys_area_sq_um = 331.6
synth_area_sq_um = 331.6
netlist_instances = 42
yosys_warnings = 0
ys_cells = 42
syn_area_per_cell_sq_um = 7.894

[setup_path]
crit_path_end_kind = primary output
cp.required_ns = 4.64
critical_path_arrival_ns = 3.22
cp-start-kind = input port
crit_path_max_fanout = 3
critical_path_class = in2out

[place]
dp_hpwl_um = 1037
port_buffers = 24
pre_cts_slack_ns = 1.386
place_congestion = 0.7078
dp.cells = 112
place_area_sq_um = 629.4

[status]
outcome = complete, no violations

[cts]
cts_resized = 0
hold_buffers = 0
post_cts_buffers = 0

[cells_and_area]
synthToLayoutAreaGrowth_pct = 89.81
clockBufferCount = 0
fin_cells = 112
seq_cell_count = 0
layout.area.seq_sq_um = 0
layout_top_cell = clkdlybuf4s50_1
fin_util_pct = 18.42
layout_top_cells = 24 x clkdlybuf4s50_1, 7 x ha_1, 5 x inv_1, 5 x a21oi_1, 3 x o211ai_1
drive_above_1_share_pct = 1.515
fin_area_sq_um = 629.4

[power]
total_power_mw = 0.06192
ir_worst_vdd_v = 0.00003292
p_leak_nw = 0.2417
p_per_area_nw_per_um2 = 98.38

[run]
max_cap_violations = 0
warnings = 32

[hold_path]
hold_path_class = in2out
==> worst paths after layout <==
kind	startpoint	end	slack, ns	cells past startpoint
worst min-delay path	B[0]	Sum[0]	3.35	3
worst max-delay path	A[0]	Sum[6]	1.42	8
==> cells in the mapped netlist <==
master / instances / area [sq um]
o311ai_0: 1 / 8.760
ha_1: 7 / 87.58
a21oi_1: 5 / 25.02
inv_1: 5 / 18.77
o31a_1: 1 / 8.760
o211ai_1: 3 / 22.52
nor2b_4: 1 / 13.76
o2bb2ai_1: 1 / 8.760
fa_1: 1 / 20.02
a211oi_1: 1 / 7.510
nand2b_1: 1 / 6.260
o311ai_1: 1 / 8.760
nand2_1: 1 / 3.750
a21o_1: 1 / 7.510
nor2_1: 1 / 3.750
xnor2_1: 2 / 17.52
nor3b_1: 1 / 7.510
o21ai_0: 2 / 10.01
nor2b_1: 1 / 6.260
o21a_1: 1 / 7.510
nor3_1: 1 / 5.000
xor2_1: 2 / 17.52
a221oi_1: 1 / 8.760
==> kinds of logic after synthesis <==
logic type	synth area share (%)
AOI/OAI and AO/OA	37.36
xor gates and xnor gates	10.57
adders and majority gates	32.45
buffers and inverters	5.661
and+or+nand+nor	13.96
==> layer usage <==
metal  vias up  part of all wire [%]
met5         -                     0
met4         0                     0
met3         0                    15
met2        18                    38
met1       178                    46
li1        211                     -
==> critical path: stages <==
cell	delay [ns]
clkdlybuf4s50_1	0.40
ha_1	0.23
inv_1	0.07
fa_1	0.25
nor2b_4	0.06
o31a_1	0.25
o311ai_1	0.27
clkdlybuf4s50_1	0.52
==> cell type report <==
class | instances | area, sq um
Timing Repair Buffer | 24 | 240.2
Fill cell | 401 | 2786
Multi-Input combinational cell | 37 | 312.8
Tap cell | 46 | 57.56
Inverter | 5 | 18.77
==> power breakdown <==
group,internal [mW],leakage (nW),switching (mW),total [mW]
clock network,0,0,0,0
logic,0.0402,0.242,0.0217,0.0619
registers,0,0,0,0
Power figures rest on the tool's default switching activity, not on a simulated workload.
